## flow/design.v

```verilog
module traffic_light_controller (
    input clk,
    input rst,
    output reg [2:0] ns_light,  
    output reg [2:0] ew_light  
);
    reg [3:0] state;
    reg [15:0] timer;
    localparam NS_GREEN  = 4'b0001;
    localparam NS_YELLOW = 4'b0010;
    localparam EW_GREEN  = 4'b0100;
    localparam EW_YELLOW = 4'b1000;
    always @(posedge clk or posedge rst) begin
        if (rst) begin
            ns_light <= 3'b100;
            ew_light <= 3'b100;
            state <= NS_GREEN;
            timer <= 0;
        end else begin
            timer <= timer + 1;
            case (state)
                NS_GREEN: begin
                    ns_light <= 3'b001;
                    ew_light <= 3'b100;
                    if (timer == 16'd50000) begin
                        timer <= 0;
                        state <= NS_YELLOW;
                    end
                end
                NS_YELLOW: begin
                    ns_light <= 3'b010;
                    ew_light <= 3'b100;
                    if (timer == 16'd10000) begin
                        timer <= 0;
                        state <= EW_GREEN;
                    end
                end
                EW_GREEN: begin
                    ns_light <= 3'b100;
                    ew_light <= 3'b001;
                    if (timer == 16'd50000) begin
                        timer <= 0;
                        state <= EW_YELLOW;
                    end
                end
                EW_YELLOW: begin
                    ns_light <= 3'b100;
                    ew_light <= 3'b010;
                    if (timer == 16'd10000) begin
                        timer <= 0;
                        state <= NS_GREEN;
                    end
                end
                default: begin
                    ns_light <= 3'b100;
                    ew_light <= 3'b100;
                    state <= NS_GREEN;
                end
            endcase
        end
    end
endmodule
```

## flow/run.sh

```bash
#!/bin/bash
# OpenROAD 26Q1-2900-gdf79404cd8, Yosys 0.63+post, stock flow scripts
make -C /OpenROAD-flow-scripts/flow DESIGN_CONFIG=/design/flow/config.mk WORK_HOME=/design/flow/orfs finish
```

## flow/config.mk

```make
export PLATFORM = sky130hd
export DESIGN_NAME = traffic_light_controller
export DESIGN_NICKNAME = traffic_light_controller
export VERILOG_FILES = /design/flow/design.v
export SDC_FILE = /design/flow/constraint.sdc
export NUM_CORES = 4
export LEC_CHECK = 1
export CORE_UTILIZATION = 30
```

## flow/constraint.sdc

```tcl
current_design traffic_light_controller

set clk_period 3.1
set clk_io_pct 0.2

create_clock -name clk0 -period $clk_period [get_ports {clk}]

set non_clock_inputs [all_inputs -no_clocks]
set_input_delay [expr $clk_period * $clk_io_pct] -clock clk0 $non_clock_inputs
set_output_delay [expr $clk_period * $clk_io_pct] -clock clk0 [all_outputs]
```

==> results.json <==
{
  "syn_area_per_cell_sq_um": 11.0,
  "wire_per_inst_um": 12.7,
  "warnings": 26,
  "cellPowerDensity_nw_per_um2": 454,
  "postSynthSeqShare": 0.552,
  "register_area_sq_um": 654,
  "netlist_area_sq_um": 1190,
  "grt_max_degree": 18,
  "outcome": "completed",
  "cts_tree": "built",
  "cts_hold_repair.buffers": 0,
  "grt_pass1_wl_um": 3480,
  "cts.repair.resized": 0,
  "place_hpwl_um": 1450,
  "syn2layout_area_growth_pct": 15.3,
  "drt-pass1-iter-count": 4,
  "grt_overflow": 0,
  "clock-root-buffer": "clkbuf_8",
  "ant_nets": 0,
  "cts_num_sinks": 26,
  "clk_path_buf_depth": 2,
  "worstMarginPinSlew_ns": 0.856,
  "synth_stat.cells": 108,
  "ctsHtreeMaxLevel": 1,
  "end_kind": "flip-flop",
  "cts_setup_buffers": 0,
  "grt_pass1_vias": 726,
  "dieHeight_um": 64.9,
  "coreArea_sq_um": 3720,
  "crit_path_cell_trace": "inv_1 > ha_1 > nor4bb_1 > nand4_1 > o31ai_2 > a21boi_0",
  "worst-setup-path-type": "reg2reg",
  "skew_ns": 0.00217,
  "ys_area_sq_um": 1190,
  "yosysWarnings": 1,
  "fp.dieW_um": 64.9,
  "ioPinCount": 8,
  "drt_iter0_drc": 18,
  "worstPathRequired_ns": 3.20,
  "synthDistinctLibCells": 32,
  "drive_above_1_share": 0.105,
  "fillers": 346,
  "routed_wl_um": 2060,
  "pre_cts_slack_ns": 0.887,
  "vias": 813,
  "hold_class": "reg2reg",
  "ir_drop_uv": 481,
  "path_clk_slew_ns": 0.09,
  "place_inst": 158,
  "gp_congestion": 0.803,
  "reg2reg_depth": 6,
  "io_buffers": 7,
  "min_path_cells": 0,
  "setup_slack_ns": 0.813,
  "maxCapViolCount": 0,
  "rsz0062_at_grt": "false",
  "fin_tns_setup_ns": 0,
  "leakagePower_nw": 0.544,
  "fmax_mhz": 437,
  "cp_max_fo": 11,
  "slowest_delay_ns": 0.74,
  "crit_arrival_ns": 2.39,
  "min_period_over_period": 0.738,
  "vias_per_cell": 5.02,
  "fp_util": 0.319,
  "timing.slew.headroom": 0.429,
  "final-comb-area_sq_um": 485,
  "finalNonFillerCells": 162,
  "synthCells": 108,
  "std_cell_rows": 22,
  "grt_usage": 0.108,
  "drc": 0,
  "maxSlewViolCount": 0,
  "finalSetupViolCount": 0,
  "numCtsBuffers": 3,
  "slowest_stage": "o31ai_2",
  "antenna_found_initial": 0,
  "period_needed_ns": 2.29,
  "die_area_sq_um": 4210,
  "n_antenna_cell": 0,
  "worstSetupStartpointType": "flip-flop",
  "synth_flops": 26,
  "clkLatencyLatePin_ns": 0.26,
  "hold_violations": 0
}
-- path summary, 6_finish.rpt --
check,end,start,slack [ns]
min,ns_light[0],state[0],0.43
max,timer[1],timer[0],0.81
max reg2reg,timer[1],timer[0],0.81
min in group asynchronous,timer[10],rst,0.64
min reg2reg,ns_light[0],state[0],0.43
max in group asynchronous,state[0],rst,1.84
-- critical path: cells and delay by family, from the launching register on --
family                     cells  cell delay, ns
AOI/OAI and AO/OA              2            0.93
adders and majority gates      1            0.14
buffers and inverters          1            0.08
DFF                            1            0.43
and+or+nand+nor                2            0.56
-- registers in the layout, indices dropped and copies added, names as in the netlist --
register and count:
ew_light 3, ns_light 3, state 4, timer 16
-- cell usage after synthesis, drive strengths merged --
| master | count | area (sq um) |
|---|---|---|
| a21boi | 1 | 7.51 |
| a21oi | 9 | 45.0 |
| a22o | 4 | 35.0 |
| a22oi | 1 | 12.5 |
| and3 | 2 | 12.5 |
| buf | 2 | 12.5 |
| clkbuf | 4 | 15.0 |
| dfrtp | 23 | 576 |
| dfstp | 3 | 78.8 |
| ha | 2 | 25.0 |
| inv | 5 | 18.8 |
| nand2 | 3 | 11.3 |
| nand3 | 7 | 40.0 |
| nand3b | 1 | 7.51 |
| nand4 | 4 | 25.0 |
| nand4b | 1 | 8.76 |
| nor2 | 6 | 22.5 |
| nor2b | 1 | 6.26 |
| nor3 | 3 | 15.0 |
| nor3b | 1 | 7.51 |
| nor4 | 4 | 25.0 |
| nor4bb | 1 | 10.0 |
| o21ai | 1 | 5.00 |
| o22ai | 1 | 6.26 |
| o31ai | 2 | 20.0 |
| or2 | 2 | 12.5 |
| or4 | 1 | 11.3 |
| xnor2 | 10 | 87.6 |
| xor2 | 3 | 26.3 |
-- power breakdown --
part | total, W | leakage, nW | internal [W] | switching [W]
Clock | 0.000273 | 0.0357 | 0.000173 | 0.000100
Combinational | 0.00000858 | 0.165 | 0.00000200 | 0.00000659
Sequential | 0.000339 | 0.343 | 0.000339 | 0
-- cell type report --
| class | instances | area share |
|---|---|---|
| Multi-Input combinational cell | 71 | 0.355 |
| Clock inverter | 1 | 0.0220 |
| Clock buffer | 3 | 0.0302 |
| Inverter | 5 | 0.0137 |
| Timing Repair Buffer | 8 | 0.0567 |
| Tap cell | 48 | 0.0439 |
| Sequential cell | 26 | 0.479 |
-- cells in the final DEF, fill, tap and decap left out, types with 4 or more instances in the layout --
| master | n |
|---|---|
| clkdlybuf4s50_1 | 7 |
| xnor2_1 | 10 |
| a21oi_1 | 9 |
| nor2_1 | 6 |
| nand4_1 | 4 |
| dfrtp_1 | 23 |
| inv_1 | 5 |
| nor4_1 | 4 |
| nand3_1 | 6 |
| a22o_1 | 4 |
-- metrics by stage --
step	util	hold slack (ns)	total power [W]	area (sq um)
after global routing	0.368	0.446	0.000639	1370
final	0.368	0.434	0.000621	1370
after floorplan	-	0.425	0.000351	1190
after detailed placement	0.349	0.422	0.000355	1300
after CTS	0.368	0.435	0.000631	1370
after global placement	0.349	0.422	0.000355	1300
-- metal layers --
layer / routed length, um / GRT usage / up-vias
met5: 0 / 0 / -
li1: - / - / 392
met2: 864 / 0.145 / 26
met4: 9 / 0.00833 / 0
met1: 1030 / 0.184 / 393
met3: 155 / 0.0304 / 2
-- cells by family after synthesis --
kind of cell	Yosys count	share of synthesized area
simple gates	37	0.181
xor+xnor	13	0.0960
buf+inv	11	0.0390
compound gates	19	0.111
flops	26	0.552
fa+ha+maj	2	0.0211
Power figures rest on the tool's default switching activity, not on a simulated workload.
